File: run.sh
#!/bin/bash
# OpenROAD 26Q1-2900-gdf79404cd8, Yosys 0.63+post, stock flow scripts
make -C /OpenROAD-flow-scripts/flow DESIGN_CONFIG=/design/flow/config.mk WORK_HOME=/design/flow/orfs finish
File: config.mk
export PLATFORM = sky130hd
export DESIGN_NAME = blram
export DESIGN_NICKNAME = blram
export VERILOG_FILES = /design/flow/design.v
export SDC_FILE = /design/flow/constraint.sdc
export NUM_CORES = 4
export LEC_CHECK = 1
export CORE_UTILIZATION = 40
File: constraint.sdc
current_design blram

set clk_period 4.1
set clk_io_pct 0.2

create_clock -name clk0 -period $clk_period [get_ports {clk}]

set non_clock_inputs [all_inputs -no_clocks]
set_input_delay [expr $clk_period * $clk_io_pct] -clock clk0 $non_clock_inputs
set_output_delay [expr $clk_period * $clk_io_pct] -clock clk0 [all_outputs]
File: design.v
module TinyMIPS(
    input wire clk,
    input wire rst,
    input wire [15:0] data_fromRAM,
    output reg wrEn,
    output reg [7:0] addr_toRAM,
    output reg [15:0] data_toRAM
);
    reg [2:0] st, stN;
    reg [7:0] PC, PCN;
    reg [15:0] IW, IWN;
    reg [15:0] T1, T1N, T2, T2N;
    reg [15:0] RF [7:0];
    always @(posedge clk or posedge rst) begin
        if (rst) begin
            st <= 3'd0;
            PC <= 8'd0;
            IW <= 16'd0;
            T1 <= 16'd0;
            T2 <= 16'd0;
            addr_toRAM <= 8'd0;
            data_toRAM <= 16'd0;
            wrEn <= 1'b0;
        end else begin
            st <= stN;
            PC <= PCN;
            IW <= IWN;
            T1 <= T1N;
            T2 <= T2N;
            addr_toRAM <= addr_toRAM;
            data_toRAM <= data_toRAM;
            wrEn <= wrEn;
        end
    end
    always @* begin
        wrEn = 1'b0;
        PCN = PC;
        IWN = IW;
        stN = st;
        addr_toRAM = 8'd0;
        data_toRAM = 16'd0;
        T1N = T1;
        T2N = T2;
        case (st)
            3'd0: begin  
                addr_toRAM = PC;
                stN = 3'd1;
            end
            3'd1: begin  
                IWN = data_fromRAM;
                case (data_fromRAM[15:12])
                    4'b0000: begin  
                        T1N = RF[data_fromRAM[8:6]];
                        stN = 3'd2;
                    end
                    4'b0001: begin  
                        T1N = RF[data_fromRAM[8:6]];
                        stN = 3'd2;
                    end
                    4'b0010: begin  
                        T1N = RF[data_fromRAM[8:6]];
                        stN = 3'd2;
                    end
                    4'b0011: begin  
                        T1N = RF[data_fromRAM[8:6]];
                        stN = 3'd2;
                    end
                    4'b0100: begin  
                        T1N = RF[data_fromRAM[8:6]];
                        stN = 3'd2;
                    end
                    4'b0101: begin  
                        T1N = RF[data_fromRAM[8:6]];
                        stN = 3'd2;
                    end
                    4'b0110: begin  
                        RF[data_fromRAM[11:9]] = RF[data_fromRAM[8:6]];
                        PCN = PC + 8'd1;
                        stN = 3'd0;
                    end
                    4'b0111: begin  
                        RF[data_fromRAM[11:9]] = {7'd0, data_fromRAM[8:0]};
                        PCN = PC + 8'd1;
                        stN = 3'd0;
                    end
                    4'b1000: begin  
                        T1N = RF[data_fromRAM[11:9]];
                        stN = 3'd2;
                    end
                    4'b1001: begin  
                        T1N = RF[data_fromRAM[11:9]];
                        stN = 3'd2;
                    end
                    4'b1010: begin  
                        T1N = RF[data_fromRAM[11:9]];
                        stN = 3'd2;
                    end
                    default: stN = 3'd0;
                endcase
            end
            3'd2: begin  
                case (IW[15:12])
                    4'b0000: begin  
                        T1N = T1;
                        T2N = RF[IW[5:3]];
                        stN = 3'd3;
                    end
                    4'b0001: begin  
                        RF[IW[11:9]] = T1 + {{2{IW[5]}}, IW[5:0]};
                        PCN = PC + 8'd1;
                        stN = 3'd0;
                    end
                    4'b0010: begin  
                        T1N = T1;
                        T2N = RF[IW[5:3]];
                        stN = 3'd3;
                    end
                    4'b0011: begin  
                        T1N = T1;
                        T2N = RF[IW[5:3]];
                        stN = 3'd3;
                    end
                    4'b0100: begin  
                        addr_toRAM = T1 + IW[5:0];
                        stN = 3'd3;
                    end
                    4'b0101: begin  
                        addr_toRAM = T1 + IW[5:0];
                        data_toRAM = RF[IW[11:9]];
                        wrEn = 1'b1;
                        PCN = PC + 8'd1;
                        stN = 3'd0;
                    end
                    4'b1000: begin  
                        T2N = RF[IW[8:6]];
                        stN = 3'd3;
                    end
                    4'b1001: begin  
                        T2N = RF[IW[8:6]];
                        stN = 3'd3;
                    end
                    4'b1010: begin  
                        T2N = RF[IW[8:6]];
                        stN = 3'd3;
                    end
                    default: stN = 3'd0;
                endcase
            end
            3'd3: begin  
                case (IW[15:12])
                    4'b0000: begin  
                        RF[IW[11:9]] = T1 + T2;
                        PCN = PC + 8'd1;
                        stN = 3'd0;
                    end
                    4'b0010: begin  
                        RF[IW[11:9]] = T1 * T2;
                        PCN = PC + 8'd1;
                        stN = 3'd0;
                    end
                    4'b0011: begin  
                        RF[IW[11:9]] = (T2 < 32) ? (T1 >> T2) : (T1 << (T2 - 32));
                        PCN = PC + 8'd1;
                        stN = 3'd0;
                    end
                    4'b0100: begin  
                        RF[IW[11:9]] = data_fromRAM;
                        PCN = PC + 8'd1;
                        stN = 3'd0;
                    end
                    4'b1000: begin  
                        PCN = (T1 == T2) ? (PC + {{2{IW[5]}}, IW[5:0]}) : (PC + 8'd1);
                        stN = 3'd0;
                    end
                    4'b1001: begin  
                        PCN = (T1 < T2) ? (PC + {{2{IW[5]}}, IW[5:0]}) : (PC + 8'd1);
                        stN = 3'd0;
                    end
                    4'b1010: begin  
                        PCN = (T1 > T2) ? (PC + {{2{IW[5]}}, IW[5:0]}) : (PC + 8'd1);
                        stN = 3'd0;
                    end
                    default: stN = 3'd0;
                endcase
            end
            default: stN = 3'd0;
        endcase
    end
endmodule
module blram #(parameter SIZE = 8, parameter DEPTH = 2**SIZE) (
  input wire clk,
  input wire rst,
  input wire we,
  input wire [SIZE-1:0] addr,
  input wire [15:0] din,
  output reg [15:0] dout
);
  reg [15:0] mem [0:DEPTH-1];
  always @(posedge clk or posedge rst) begin
    if (rst) begin
      dout <= 16'b0;
    end else begin
      dout <= mem[addr];
      if (we)
        mem[addr] <= din;
    end
  end
endmodule
==> results.sh <==
# implementation run metrics
export IMPL_clock_fmax_mhz=231
export IMPL_synth_seq_cells=4112
export IMPL_detail_route_first_pass_iterations=11
export IMPL_sequential_cell_area_mm2=0.123
export IMPL_asyncSetResetFlopFracSynth_pct=0.389
export IMPL_hold_path_startpoint="din[2]"
export IMPL_clock_tree_htree_level_count=5
export IMPL_postSynthAreaPerCell_um2=17.2
export IMPL_antenna_found_initial=232
export IMPL_grt_max_degree=101
export IMPL_startpoint_type="input port"
export IMPL_list_of_cells_traversed_by_the_critical_path="buf_2 -> buf_4 -> nand4bb_4 -> buf_12 -> buf_12 -> nor2_1 -> buf_4 -> buf_4 -> a22oi_1 -> buf_4 -> nand4_1 -> nor4_1 -> nand4_1 -> buf_4 -> o32a_1"
export IMPL_worstHoldEndpoint="mem[24][2]$_DFFE_PP_"
export IMPL_top_level_ports=43
export IMPL_number_of_warning_messages_in_the_logs=36
export IMPL_layout_drive_gt1_share_pct=32.2
export IMPL_clkSlewWorstSetupHoldPaths_ns=0.06
export IMPL_fin_skew_ns=0.0563
export IMPL_chipWidth_um=622
export IMPL_globalRouteOverflowTotal=0
export IMPL_synth_yosys_num_cells=8928
export IMPL_r2r_end="dout[13]$_DFF_PP0_"
export IMPL_endpoint_kind="flip-flop"
export IMPL_first_pass_grt_wire_length_mm=1530
export IMPL_clk_latency_ns=1.11
export IMPL_critPathMaxFanout=12
export IMPL_edf_count=4096
export IMPL_status="finished with violations"
export IMPL_place_congestion=1.24
export IMPL_cp_data_arrival_time_ns=5.32
export IMPL_post_route_util_pct=53.3
export IMPL_tcrit_tclk_final_pct=106
export IMPL_port_buffer_cells=42
export IMPL_die_h_um=622
export IMPL_critPathKind="in2reg"
export IMPL_cts_repair_timing_setup_buffer_count=0
export IMPL_largest_area_contributor_in_the_synthesized_netlist="edfxtp_1"
export IMPL_worst_endpoint_required_ns=5.09
export IMPL_setup_slack_of_the_most_critical_reg_to_reg_path_ns=0.35
export IMPL_detail_route_vias_per_cell=7.99
export IMPL_min_delay_path_class="in2reg"
export IMPL_dp_hpwl_mm=868
export IMPL_setup_viol=11
export IMPL_drc=0
export IMPL_max_clock_path_buffers=4
export IMPL_floorplanUtilization_pct=40.2
export IMPL_worst_slew_pin_transition_ns=1.75
export IMPL_routed_length_per_placed_instance_um=71.2
export IMPL_reg2regPathDepth=9
export IMPL_cts_root_buf="clkbuf_16"
export IMPL_grt_pass1_vias=134000
export IMPL_combGateArea_mm2=0.0297
export IMPL_instances_no_fill=17400
export IMPL_cell_seen_most_often_among_critical_path_stages="buf_4"
export IMPL_violations="max-capacitance violations, max-slew violations, negative setup slack"
export IMPL_fin_total_pwr_uw=91900
export IMPL_grt_use_total_pct=70.1
export IMPL_max_slew_margin_pct=-17.0
export IMPL_layout_filler_cells=29500
export IMPL_placementRows=227
export IMPL_count_of_hold_buffers_inserted_by_post_cts_repair=0
export IMPL_initialDrtViolationCount=19600
export IMPL_die_area_mm2=0.387
export IMPL_max_vdd_ir_drop_mv=0.453
export IMPL_hold_path_cell_count=1
export IMPL_routed_wl_mm=1240
export IMPL_tritoncts="done"
export IMPL_place_ws_ns=-1.45
export IMPL_dpl_instance_area_mm2=0.188
export IMPL_netlist_top_cells_area="edfxtp_1, a22oi_1, nand3_1"
export IMPL_synth_distinct_cells=75
export IMPL_slowest_delay_ns=0.81
export IMPL_timing_max_transition_violations_final=21
export IMPL_synth_chip_area_mm2=0.154
export IMPL_tritoncts_num_buffers=430
export IMPL_post_synth_instance_area_mm2=0.154
export IMPL_place_inst=16200
export IMPL_synth_warnings=2
export IMPL_detailroute_via_count=139000
export IMPL_syn_to_final_growth_pct=32.5
export IMPL_maxCapViolCount=6
export IMPL_postSynthCellCount=8928
export IMPL_post_route_worst_setup_slack_ns=-0.228
export IMPL_core_area_mm2=0.382
export IMPL_power_density_mw_per_mm2=451
export IMPL_worst_path_max_delay_cell="nor4_1"
export IMPL_cts_num_sinks=4112
export IMPL_final_min_clock_period_ns=4.33
export IMPL_reported_leakage_power_uw=0.0683
export IMPL_yosys_area_top_type_share_pct=80.1
export IMPL_crit_reg2reg_launch="mem[13][13]$_DFFE_PP_"
export IMPL_post_route_cell_area_mm2=0.204
export IMPL_primary_ff_master_synth="edfxtp_1"
export IMPL_report_final_hold_viol_count=0
export IMPL_route_antenna_remaining_nets=0
export IMPL_synth_seq_share_pct=80.3
[placed cells by master, fill, tap and decap left out, types with 46 or more instances in the layout]
cell type	synthesis	routed
edfxtp_1	4096	4096
buf_4	15	2191
a22oi_1	1028	1026
nand3_1	759	759
buf_12	0	599
diode_2	0	479
clkbuf_16	0	434
nand4_1	281	281
and3_1	251	251
nor3_2	0	210
nor2_1	257	200
o22ai_1	171	170
a32oi_1	140	140
a22o_1	134	134
a222oi_1	111	111
nor4_1	125	108
clkinv_1	0	103
clkbuf_1	249	85
nand2_1	84	83
clkinv_2	0	72
a2111oi_0	79	67
nor2_2	6	55
or4_1	57	55
a221oi_1	55	53
a21oi_1	52	51
bufinv_16	0	46
[worst max-delay path by stage]
stage	depth (start not counted)	slack [ns]	endpoint	from
CTS	14	0.008	dout[8]$_DFF_PP0_	addr[2]
global route	16	-0.01	dout[4]$_DFF_PP0_	addr[7]
finish	15	-0.23	dout[4]$_DFF_PP0_	addr[5]
[per-layer routing]
layer	vias to the layer above	GRT usage, %	share of wire, %
li1	43700	-	-
met1	67000	63.4	26
met2	20900	77.0	36
met3	7211	72.5	23
met4	504	64.5	13
met5	-	63.3	1.8
[area by class of cell]
class / count / share of cell area, %
diodes: 479 / 0.589
clock buffers: 526 / 5.54
clock inverters: 274 / 1.39
inverters: 2 / 0.00369
multi-input cells: 4167 / 14.6
flip-flops and latches: 4112 / 60.6
well taps: 5038 / 3.10
repair buffers: 2835 / 14.2
[power by group]
part	switching [uW]	internal, uW	total (uW)
clock network	17800	22500	40200
logic	3790	1270	5060
registers	258	46300	46600
[critical path, delay by kind of cell]
family	cells	cell delay [ns]
simple gates	5	1.65
compound gates	2	0.76
buf+inv	8	1.99
[timing repair]
action,CTS,global route
pin swaps,0,2
setup endpoints to repair,4,20
gates resized,7,9
[sequential cells by signal, indices dropped and copies added (netlist names)]
signal  cells
mem      4096
dout       16
[cell usage after synthesis (38+ instances only)]
| cell | number |
|---|---|
| nand2_1 | 84 |
| a22o_1 | 134 |
| buf_2 | 256 |
| a21oi_1 | 52 |
| a221oi_1 | 55 |
| a32oi_1 | 140 |
| edfxtp_1 | 4096 |
| a222oi_1 | 111 |
| o22a_1 | 38 |
| nor3_1 | 289 |
| and3_1 | 251 |
| nand3_1 | 759 |
| buf_1 | 109 |
| nand4_1 | 281 |
| a2111oi_0 | 79 |
| o22ai_1 | 171 |
| or4_1 | 57 |
| clkbuf_1 | 249 |
| nor4_1 | 125 |
| nor2_1 | 257 |
| a22oi_1 | 1028 |
[stage by stage]
stage | setup TNS [ns] | hold WS, ns
floorplan | -63.80 | 0.446
global placement | -33.26 | 0.506
detailed placement | -28.60 | 0.461
CTS | 0 | 0.153
global route | -0.00988 | 0.182
finish | -1.33 | 0.123
[logic make-up after synthesis]
logic type                count (synthesis)  share of synthesized area [%]
AOI/OAI and AO/OA                      1947                           9.86
xor gates and xnor gates                  1                        0.00570
buffers and inverters                   649                           1.92
DFF                                    4112                           80.3
muxes                                     4                         0.0277
and+or+nand+nor                        2215                           7.88
